<file path="flow/design.v">
module fenpin100 (clkin,out);
input clkin;
output out;
reg out;
reg[7:0] num1;
   always@(posedge clkin)
   begin
        if(num1 == 49)
        begin
        out <= ~out;
        num1<=0;
        end
        else
        num1<=num1+1;
   end
endmodule
</file>
<file path="flow/constraint.sdc">
current_design fenpin100

set clk_period 1.7
set clk_io_pct 0.2

create_clock -name clk0 -period $clk_period [get_ports {clkin}]

set non_clock_inputs [all_inputs -no_clocks]
set_input_delay [expr $clk_period * $clk_io_pct] -clock clk0 $non_clock_inputs
set_output_delay [expr $clk_period * $clk_io_pct] -clock clk0 [all_outputs]
</file>
<file path="flow/config.mk">
export PLATFORM = sky130hd
export DESIGN_NAME = fenpin100
export DESIGN_NICKNAME = fenpin100
export VERILOG_FILES = /design/flow/design.v
export SDC_FILE = /design/flow/constraint.sdc
export NUM_CORES = 4
export LEC_CHECK = 1
export CORE_AREA = 10 10 70 70
export DIE_AREA = 0 0 80 80
</file>
<file path="flow/run.sh">
#!/bin/bash
# OpenROAD 26Q1-2900-gdf79404cd8, Yosys 0.63+post, stock flow scripts
make -C /OpenROAD-flow-scripts/flow DESIGN_CONFIG=/design/flow/config.mk WORK_HOME=/design/flow/orfs finish
</file>
==> changes_impl.md <==
### Physical design

* Register share after synthesis at 0.531
* Gpl congestion at just over 0.7
* Wire per inst at between 5 and 6 um
* 1st-pass router iterations at 2
* Hold Vio Cnt, Final at 0
* Post-DP HPWL at around 400 um
* Post-Route Skew at ~0.007 ns
* R2r startpoint: num1[0]
* Cell area after synthesis at ~360 um2
* Post-route setup slack at roughly 0.29 ns
* Gate Count Post-Synth at 36
* Dpl ws at between 0.3 and 0.4 ns
* Largest cells by area: dfxtp_1 (45%), edfxtp_1 (8.4%), xnor2_1 (7.3%)
* Fmax at between 700 and 800 MHz
* Vias per std cell at around 2.7
* Crit-path cells: clkdlybuf4s50_1
* Clk root buf: clkbuf_4
* Pwr Density at ~800 nW/um2
* Slowest CP cell: clkdlybuf4s50_1
* DRC viols at 0
* First-pass GRT wire length at slightly above 900 um
* Clock sink count at 9
* Leakage at between 0.15 and 0.2 nW
* Most numerous logic cell after layout: dfxtp_1
* Post-cts sizing count at 0
* Iter 0 DRT Violations at 1
* Status: finished, final reports clean
* Yosys warns at 1
* Fin cells at approximately 87
* Top cell area share at 0.448
* Met2 wire length at around 210 um
* Tmin final at around 1.4 ns
* Setup TNS at 0 ns
* Max Used Layer: met3
* Distinct cell type count of the synthesized netlist at 16
* FP Util at 0.105
* WL final at 517 um
* Setup crit start kind: flip-flop
* Setup CP Type: flip-flop to output pin
* Vias in the first global route at 237
* H-Tree Depth at 1
* Critical hold path startpoint: num1[7]
* Via count at 236
* Critical Path AT at 1.07 ns
* CTS tree: yes
* Syn avg cell area at slightly below 10 um2
* Fin crit share at 0.830
* Yosys top cell by area: dfxtp_1
* Cts bufs inserted at 3
* M1 WL at roughly 240 um
* Crit. Startpoint: out
* Critical path's largest stage delay at 0.47 ns
* Slew of the pin with the lowest slew margin at around 0.37 ns
* Initial antenna violation count at 0
* Final Max Slew Viols at 0
* Clock latency (worst-skew pair) at between 0.2 and 0.3 ns
* Gr usage total at 0.0179
* Top cells excl fill/tap: dfxtp_1 (8), nor2_1 (6)
* Width of the chip at about 80 um
* Worst reg-to-reg setup slack at about 0.40 ns
* # rows at 21
* Area growth syn-to-layout at 26.9%
* Die Size at between 6000 and 7000 um2
* Log Warnings at 26
* Layout cell share with drive strength beyond 1 at 0.122
* Yosys chip area at ~360 um2
* Worst-case headroom to the max-slew limit at 0.752
* Max-Cap Viols at 0
* Detail Route Antenna Nets at 0
* Hold buffer count at CTS at 0
* CP endpoint kind: output pin
* Diodes inserted at 0
* Critical path buffers and inverters at 1
* Post-CTS Setup Inserts at 0
* Largest net degree at the start of global routing at 6
* WP data required at 1.36 ns
* Number of primary I/O pins at 2
* Grt total ovfl at 0
* Number of cells in Yosys stat at 36
* Worst-path clk slew at approximately 0.06 ns
* Port Buf Inserts at 1
* Top delay family on crit path: buffers and inverters
* Hold Crit Class: flip-flop to flip-flop
* Worst VDD drop at about 540 uV
* CP max FO at 2
* Core area at ~3400 um2
* Unrepaired setup endpoints after global routing: false
* Yosys reg bits at 9
* Cells after DPL at a little over 80
* Post-layout util at 0.133
* Die Y at ~80 um
* # setup viols final at 0
* Clock buffer depth at 2
* Metal3 WL at approximately 62 um
==> state kept, by name, summed over array words and instances (netlist names) <==
signal / count
num1: 8
out: 1
==> per-layer routing <==
metal | vias to the layer above | GRT usage
li1 | 129 | -
met1 | 102 | 0.0196
met2 | 5 | 0.0257
met3 | 0 | 0.0170
met4 | 0 | 0.00176
met5 | - | 0
==> cell usage after synthesis <==
master    instances
xnor2_1           3
ha_1              2
nor4bb_1          1
xor2_1            2
buf_2             1
nand3_1           3
nand4_1           1
nor3_1            1
edfxtp_1          1
inv_1             3
or3_1             1
a21oi_2           1
nor2_1            6
dfxtp_1           8
nand2_1           1
o21ai_0           1
==> cells by family (layout without fill, tap and decap cells) <==
family	Yosys count	after routing	share of synthesized area
buffers and inverters	4	9	0.0454
flip-flops	9	9	0.531
adder cells (fa/ha/maj)	2	2	0.0699
AND-OR/OR-AND	2	2	0.0385
XOR/XNOR	5	5	0.122
AND/OR/NAND/NOR	14	14	0.192
==> layout make-up <==
cell class                      instances  area, um2
Fill cell                             395       2960
Sequential cell                         9        190
Multi-Input combinational cell         23        151
Tap cell                               46       57.6
Clock buffer                            4       26.3
Timing Repair Buffer                    2       17.5
Inverter                                3       11.3
==> power by group <==
group / leakage, nW / internal [W] / total (W) / switching [W]
Sequential: 0.0760 / 0.000214 / 0.000214 / 0
Clock: 0.0150 / 0.0000900 / 0.000158 / 0.0000681
Combinational: 0.0659 / 0 / 0.0000000000659 / 0
Total: 0.157 / 0.000304 / 0.000372 / 0.0000681
==> per-stage QoR <==
| step | total power, W | area, um2 | hold slack [ns] |
|---|---|---|---|
| 3_3_place_gp | 0.000219 | 428 | 0.450 |
| 3_5_place_dp | 0.000219 | 428 | 0.449 |
| 6_report | 0.000372 | 454 | 0.460 |
| 2_1_floorplan | 0.000219 | 358 | 0.432 |
| 4_1_cts | 0.000381 | 454 | 0.464 |
| 5_1_grt | 0.000399 | 454 | 0.499 |
==> final timing paths <==
kind	depth (start not counted)	end
worst max register to register	4	num1[0]
worst min-delay path	1	num1[7]
worst min register to register	1	num1[7]
worst max-delay path	1	out
No activity file was given, so power comes from the tool's default toggle rates.
