### run.sh
#!/bin/bash
# OpenROAD 26Q1-2900-gdf79404cd8, Yosys 0.63+post, stock flow scripts
make -C /OpenROAD-flow-scripts/flow DESIGN_CONFIG=/design/flow/config.mk WORK_HOME=/design/flow/orfs finish
### config.mk
export PLATFORM = sky130hd
export DESIGN_NAME = homework
export DESIGN_NICKNAME = homework
export VERILOG_FILES = /design/flow/design.v
export SDC_FILE = /design/flow/constraint.sdc
export NUM_CORES = 4
export LEC_CHECK = 1
export CORE_AREA = 10 10 114 114
export DIE_AREA = 0 0 124 124
### constraint.sdc
current_design homework

set clk_period 3.7
set clk_io_pct 0.2

create_clock -name clk0 -period $clk_period [get_ports {clkin}]

set non_clock_inputs [all_inputs -no_clocks]
set_input_delay [expr $clk_period * $clk_io_pct] -clock clk0 $non_clock_inputs
set_output_delay [expr $clk_period * $clk_io_pct] -clock clk0 [all_outputs]
### design.v
module homework(clkin,reset,count,throwa,throwb,scorea1,scorea2,scoreb1,scoreb2,win,suma,sumb);
input clkin,reset;
input[3:0] count;
input throwa,throwb;
output[3:0] scorea1,scorea2,scoreb1,scoreb2;
reg[3:0] scorea1,scorea2,scoreb1,scoreb2;
output[2:0] win;
reg[2:0] win;
reg[6:0] state;
output[4:0] suma,sumb;
reg[4:0] suma,sumb;
reg[4:0] regsuma,regsumb;
reg flag;
parameter
	s0=4'b0000, 
    s1=4'b0001,
    s2=4'b0010,
    s3=4'b0011,
    s4=4'b0100,
    s5=4'b0101,
    s6=4'b0110;
always@(posedge clkin)
 begin
	if(!reset)
	begin
		win<=0;
		state<=s0;
		flag<=0;
		scorea1<=0;
		scorea2<=0;
		scoreb1<=0;
		scoreb2<=0;
		suma<=0;
		sumb<=0;
	end
	else 
	begin
	case(state)
		s0:if(!throwa)
		begin
		scorea1<=count;
		state<=s1;
		end
		else
		scorea1<=scorea1;
		s1:if(!throwb)
		begin
		scoreb1<=count;
		state<=s2;
		end
		else
		scoreb1<=scoreb1;
		s2:if(!throwa)
		begin
		scorea2<=count;
		state<=s3;
		end
		else
		scorea2<=scorea2;
		s3:if(!throwb)
		begin
		scoreb2<=count;
		state<=s4;
		end
		else
		scoreb2<=scoreb2;
		s4:
		begin
		if(flag==0)
		state<=s5;
		else
		state<=s6;
		end
		s5:
		begin
		suma <= scorea1 + scorea2;
		sumb <= scoreb1 + scoreb2;
		if((suma == 5 || suma == 11) && (sumb == 5 || sumb == 11))
		begin
		win <= 0;
		state<=s0;
		flag<=1;
		end
		else if(suma == 5 || suma == 11)
		win <= 1;
		else if(sumb == 5 || sumb == 11)
		win <= 2;
		else
		begin
		flag <= 1;
		end
		state<=s0;
		end
		s6:
		begin
			regsuma = scorea1 + scorea2;
			regsumb = scoreb1 + scoreb2;
			if((regsuma == suma || (regsumb == 5 || regsumb == 11)) && (regsumb == sumb || (regsuma == 5 || regsuma == 11)))
			begin
			win<=0;
			state<=s0;
			suma = scorea1 + scorea2;
			sumb = scoreb1 + scoreb2;
			end
			else if(regsuma == suma)
			win <= 1;
			else if(regsumb == sumb)
			win <= 2;
			else if(regsuma == 5 || regsuma == 11)
			win <= 2;
			else if(regsumb == 5 || regsumb == 11)
			win <= 1;
			else
			begin
			state<=s0;
			suma = scorea1 + scorea2;
			sumb = scoreb1 + scoreb2;
			end
			end
		default:
		begin
		state<=s0;
		scorea1<=0;
		scorea2<=0;
		scoreb1<=0;
		scoreb2<=0;
		end
		endcase
	end	
end
endmodule
==> metrics.yaml <==
critical_path:
  worstSetupStartpoint: "scorea1[0]"
  crit-reg2reg-launch: "scorea1[0]"
  path_max_fanout: 19
  worstSetupEndpoint: "suma[4]"
  max_stage_delay_ns: 0.71
  r2r-end: "suma[4]"
  setup.worst_path.start_class: "flip-flop"
  cp.required_ns: 3.87
  cpMaxStageDelayCell: "xnor2_2"
  worstSetupEndpointType: "flip-flop"
  cp.arrival_ns: 3.14
  ff2ff_path_depth: 9
  rrSetupSlack_ns: 0.72
  critical_path_class: "flip-flop to flip-flop"
  crit_chain: "ha_1 > fa_1 > xnor2_1 > xor2_1 > o2111ai_1 > o211ai_2 > xnor2_2 > a21o_1 > a311oi_1"
die:
  die_x_um: 124
  core_um2: 10400
  fp-utilization_pct: 20.3
  num_rows: 37
  io_pins: 37
  die_y_um: 124
  die-area_um2: 15400
power_and_ir_drop:
  switchingPower_mw: 0.225
  seq_power_share_pct: 46.8
  sw_frac_of_total_pct: 26.2
  leakage_nw: 0.957
  finalPower_mw: 0.859
  power_density_nw_per_um2: 316
  vdd_drop_max_mv: 0.157
  combPwrFrac_pct: 12.0
  clockPowerShare_pct: 41.2
  intPower_mw: 0.634
yosys:
  adder_share_pct: 7.81
  syn_inst: 250
  compound_area_share_pct: 21.0
  top_cell: "dfxtp_1"
  synth-main-ff-cell: "dfxtp_1"
  postSynthAreaPerCell_um2: 8.46
  ys_cells: 250
  synth_cell_types: 47
  ys_sh_xor_pct: 6.27
  async_reset_ff_share_pct: 0
  synthTopCellsByCount: "dfxtp_1 (36), nand2_1 (29), nand3_1 (23)"
  topCellsByArea: "dfxtp_1 (34%), ha_1 (5.9%), nand3_1 (5.4%), nand2_1 (5.1%), a21oi_1 (4.7%)"
  ys_sh_simple_pct: 27.3
  syn_area_um2: 2110
  yosysWarnings: 1
  synthTopLogicFamily: "simple AND/OR/NAND/NOR gates"
  synth_flops: 36
  netlist.area_leader.share_pct: 34.1
  muxShareOfSynthArea_pct: 0
  synth_area_leader_cell: "dfxtp_1"
  ys_seq_share_pct: 34.1
  yosys_area_um2: 2110
  edf_count: 0
global_routing:
  grtUsageMet1_pct: 10.7
  first_global_vias: 1890
  gr-max-usage-layer: "met2"
  use_met3_pct: 2.16
  grt_overflow: 0
  grt_max_degree: 28
  grt_antenna_before_repair: 0
  grt_pass1_wl_mm: 9.69
  use_met2_pct: 12.3
  gr-usage-all-layers_pct: 7.77
final_timing:
  holdWs_ns: 0.440
  slew_viol_final: 0
  finalSetupTns_ns: 0
  fmax_mhz: 336
  fin_crit_sh_pct: 80.5
  worstMarginPinSlew_ns: 0.852
  clock_skew_ns: 0.00330
  finalSetupViolations: 0
  period_minus_slack_ns: 2.98
  finalHoldViolations: 0
  rsz0062_at_grt: "no"
  max_slew_margin_pct: 42.9
status:
  status: "finished, final reports clean"
layout:
  design_area_um2: 2720
  drive_gt1_share_pct: 6.34
  layoutNonFillerInstCount: 420
  syn_to_final_growth_pct: 28.6
drt:
  drt_iter0_drc: 132
  num_vias: 1975
  ant_nets: 0
  drc: 0
  drt_pre_antenna_iters: 4
  wl_per_cell_um: 14.4
  diodes: 0
  wl_mm: 6.05
  viasPerCell: 4.70
worst_hold_path:
  hold_path_class: "flip-flop to flip-flop"
cts:
  clock.latency.late_pin_ns: 0.29
  clock_sinks: 36
  cts_buffer_depth: 2
  hold_buffers: 0
  cts_buffers: 5
  clk_pin_slew_ns: 0.08
  cts-resized-gates: 0
  cts_root_buf: "clkbuf_8"
  cts_tree: "done"
  htreeDepth: 2
  post_cts.repair.setup_buffers: 0
run:
  drv_cap: 0
  warnings: 26
place:
  port_buffers: 35
  gp_congestion: 0.905
  dp_hpwl_mm: 4.58
  dp.cells: 412
  dpl-instance-area_um2: 2610
power by group through the flow:
stage | Combinational (mW) | Sequential, mW | Clock, mW
final | 0.103 | 0.402 | 0.354
after global routing | 0.114 | 0.404 | 0.372
after CTS | 0.103 | 0.402 | 0.357
registers in the layout, indices dropped and copies added (netlist names):
register  cells
flag          1
scorea1       4
scorea2       4
scoreb1       4
scoreb2       4
state         7
suma          5
sumb          5
win           2
how the worst min path moves through the flow:
stage                 depth (start not counted)  endpoint  slack [ns]  startpoint
after CTS                                     1  state[5]        0.44        flag
after global routing                          1  state[5]        0.45        flag
final                                         1  state[5]        0.44        flag
cells by family (layout without fill, tap and decap cells):
| logic type | count (synthesis) | count (layout) |
|---|---|---|
| AOI/OAI and AO/OA | 65 | 65 |
| other | 1 | 1 |
| buffers and inverters | 18 | 52 |
| and+or+nand+nor | 107 | 107 |
| xor gates and xnor gates | 11 | 11 |
| adders and majority gates | 12 | 12 |
| DFF | 36 | 36 |
worst max-delay path: cells and delay by family, from the launching register on:
kind	cells	cell delay, ns
AND-OR/OR-AND	4	0.69
XOR/XNOR	3	1.21
adder cells (fa/ha/maj)	2	0.61
flip-flops	1	0.33
metrics by stage:
| step | worst slack (ns) | utilization (%) |
|---|---|---|
| 2_1_floorplan | 1.17 | - |
| 3_3_place_gp | 0.858 | 25.0 |
| 3_5_place_dp | 0.755 | 25.0 |
| 4_1_cts | 0.763 | 26.1 |
| 5_1_grt | 0.485 | 26.1 |
| 6_report | 0.723 | 26.1 |
final cells by class:
type | instances | area (um2)
clock buffers | 5 | 68.8
clock inverters | 3 | 42.5
fillers | 1095 | 7700
inverters | 6 | 22.5
multi-input cells | 196 | 1320
flip-flops and latches | 36 | 721
well taps | 136 | 170
repair buffers | 38 | 373
layout by cell type (no fill, tap or decap), types with 3 or more instances in the layout:
| cell type | synthesis | final |
|---|---|---|
| nor3b_1 | 8 | 8 |
| inv_1 | 4 | 4 |
| clkbuf_8 | 0 | 5 |
| clkdlybuf4s50_1 | 0 | 35 |
| dfxtp_1 | 36 | 36 |
| buf_4 | 1 | 3 |
| a211oi_1 | 6 | 6 |
| ha_1 | 10 | 10 |
| a31oi_1 | 5 | 5 |
| nor2b_1 | 4 | 4 |
| nand4_1 | 4 | 4 |
| o21a_1 | 3 | 3 |
| and3_1 | 5 | 5 |
| nand2b_1 | 4 | 4 |
| a21o_1 | 3 | 3 |
| nand2_1 | 29 | 29 |
| o21ai_1 | 4 | 4 |
| o2111ai_1 | 3 | 3 |
| nand3_1 | 23 | 23 |
| a21oi_1 | 20 | 20 |
| or3_1 | 4 | 4 |
| a22oi_1 | 4 | 4 |
| nor2_1 | 13 | 13 |
| or3b_1 | 3 | 3 |
| xnor2_1 | 6 | 6 |
| o211ai_1 | 6 | 6 |
metal layers:
metal | share of wire, % | routed length [um]
met1 | 46 | 2810
met2 | 46 | 2760
met3 | 6.2 | 375
met4 | 1.7 | 102
met5 | 0 | 0
No activity file was given, so power comes from the tool's default toggle rates.
