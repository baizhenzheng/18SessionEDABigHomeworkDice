### flow/config.mk
export PLATFORM = sky130hd
export DESIGN_NAME = flag
export DESIGN_NICKNAME = flag
export VERILOG_FILES = /design/flow/design.v
export SDC_FILE = /design/flow/constraint.sdc
export NUM_CORES = 4
export LEC_CHECK = 1
export CORE_AREA = 10 10 70 70
export DIE_AREA = 0 0 80 80
### flow/constraint.sdc
current_design flag

set clk_period 1.8
set clk_io_pct 0.2

create_clock -name clk0 -period $clk_period

set non_clock_inputs [all_inputs -no_clocks]
set_input_delay [expr $clk_period * $clk_io_pct] -clock clk0 $non_clock_inputs
set_output_delay [expr $clk_period * $clk_io_pct] -clock clk0 [all_outputs]
### flow/design.v
module flag(clk,sum,high,low);
input clk;
input[4:0] sum;
output[3:0] low;
reg[3:0] low;
output[3:0] high;
reg[3:0] high;
always@(clk)
if(sum > 9)
begin
high <= 1;
low <= sum % 10;
end
else
begin
high <= 0;
low <= sum;
end
endmodule
### flow/run.sh
#!/bin/bash
# OpenROAD 26Q1-2900-gdf79404cd8, Yosys 0.63+post, stock flow scripts
make -C /OpenROAD-flow-scripts/flow DESIGN_CONFIG=/design/flow/config.mk WORK_HOME=/design/flow/orfs finish
==> flow_metrics.env <==
# yosys + openroad results
export IMPL_status="finished, violations left"
export IMPL_violations="negative setup slack"
export IMPL_final_core_util_pct=18.5
export IMPL_pre_cts_ws_ns=-1.01
export IMPL_avgSynthCellArea_um2=7.54
export IMPL_fp_row_count=21
export IMPL_top_usage_layer="met2"
export IMPL_area_delta_synth_final_pct=114
export IMPL_yosys_warnings=1
export IMPL_wl_per_cell_um=9.45
export IMPL_port_buffers=10
export IMPL_period_used_pct=112
export IMPL_ant_nets=0
export IMPL_synth_cell_type_count=27
export IMPL_grt_antenna_before_repair=0
export IMPL_hold_start="sum[3]"
export IMPL_finalHoldViolCount=0
export IMPL_common_cells="buf_4, ha_1, inv_1"
export IMPL_period_needed_ns=2.02
export IMPL_wl_um=983
export IMPL_maxSlewViolCount=0
export IMPL_p_per_area_mw_per_mm2=218
export IMPL_fin_ws_ns=-0.222
export IMPL_hold_class="in2out"
export IMPL_worstSetupPathType="in2out"
export IMPL_grt_pass1_vias=365
export IMPL_regArea_um2=0
export IMPL_yosys_stat_area_um2=294
export IMPL_min_to="high[0]"
export IMPL_yosysTopAreaCellShare_pct=17.0
export IMPL_dp_hpwl_um=655
export IMPL_synth_area_top_cells="ha_1, buf_4, a31oi_4"
export IMPL_nFillCells=372
export IMPL_fin_area_um2=631
export IMPL_grt_use_total_pct=2.77
export IMPL_use_met3_pct=0.341
export IMPL_p_leak_uw=0.000245
export IMPL_maxCapViolCount=0
export IMPL_num_antenna_cells=0
export IMPL_tns_ns=-0.531
export IMPL_cp_required_ns=1.44
export IMPL_crit_top_cell="ha_4"
export IMPL_ios=14
export IMPL_layout_drive_gt1_share_pct=60.3
export IMPL_grt_start_max_net_pins=8
export IMPL_synth_seq_share_pct=0
export IMPL_nClkBuffers=0
export IMPL_drc=0
export IMPL_max_stage_delay_ns=0.29
export IMPL_gp_congestion=0.830
export IMPL_warning_count=37
export IMPL_flop_count=0
export IMPL_crit_path_end_kind="primary output"
export IMPL_arrival_ns=1.66
export IMPL_chipArea_mm2=0.00640
export IMPL_setup_viol=3
export IMPL_ys_cells=39
export IMPL_vias_per_cell=3.28
export IMPL_vdd_drop_max_mv=0.0328
export IMPL_crit_path_top_delay_cell="a221o_1"
export IMPL_fmax_ghz=0.494
export IMPL_coreArea_mm2=0.00342
export IMPL_syn_instance_count=39
export IMPL_rsz0062_at_grt="yes"
export IMPL_drt_pass1_iter_count=2
export IMPL_grt_pass1_wl_um=1590
export IMPL_initialDrtViolationCount=9
export IMPL_die_w_um=80
export IMPL_start_kind="primary input"
export IMPL_grt_ovfl_total=0
export IMPL_min_path_cells=5
export IMPL_crit_path_cell_trace="buf_8 > inv_4 > ha_4 > inv_2 > ha_4 > nor2b_4 > a31oi_4 > buf_6 > a221o_1 > buf_2"
export IMPL_netlist_area_um2=294
export IMPL_vias=341
export IMPL_floorplan_core_util_pct=8.61
export IMPL_met2_usage_pct=4.65
export IMPL_yosysTopAreaCell="ha_1"
export IMPL_crit_fanout=2
export IMPL_placed_cell_area_um2=488
export IMPL_fp_dieH_um=80
export IMPL_met1_usage_pct=3.89
-- worst max-delay path: cells and delay by family --
| family | cells | cell delay, ns |
|---|---|---|
| AND/OR/NAND/NOR | 1 | 0.14 |
| adder cells (fa/ha/maj) | 2 | 0.33 |
| buffers and inverters | 5 | 0.41 |
| AND-OR/OR-AND | 2 | 0.40 |
-- layout by cell type, fill, tap and decap left out, types with 2 or more instances in the layout --
cell	synthesis	routed
or2_4	1	2
buf_8	0	2
buf_4	4	7
ha_4	0	4
o21ai_0	2	2
mux2i_1	2	2
buf_6	0	5
buf_2	0	3
dlygate4sd2_1	0	3
nor2_1	2	2
nor2b_4	0	2
conb_1	1	3
-- report_power, final --
part	leakage [µW]	internal [µW]	switching (µW)
sequential	0	0	0
combinational	0.000245	79.9	57.3
clock	0	0	0
total	0.000245	79.9	57.3
-- worst max path at each step --
| stage | startpoint | endpoint | cells after the start | slack [ns] |
|---|---|---|---|---|
| after CTS | sum[3] | low[1] | 10 | -0.25 |
| after global routing | sum[2] | low[1] | 11 | -0.28 |
| final | sum[2] | low[1] | 10 | -0.22 |
-- through the flow --
step,power (µW),hold WS [ns],cells
after global placement,105,1.66,98
after floorplan,54.9,0.786,41
after global routing,150,1.30,104
after detailed placement,106,1.66,98
final,137,1.27,104
after CTS,128,1.27,103
-- area by class of cell --
class                      instances  area [µm²]  area share (%)
timing repair buffer              22         200            31.7
tap                               46        57.6            9.13
multi-input combinational         33         354            56.2
inverter                           3        18.8            2.98
-- repair_timing --
item                       in CTS  in global routing
pin swaps                      11                  5
gates resized                  46                  5
setup buffers                   5                  2
setup endpoints to repair       4                  4
hold buffers                    0                  0
cloned                          0                  0
-- cells by family after synthesis --
kind of cell,share of synthesized area [%]
AND-OR/OR-AND,35.3
AND/OR/NAND/NOR,21.3
other,1.28
multiplexers,6.81
XOR/XNOR,2.98
buffers and inverters,15.3
adder cells (fa/ha/maj),17.0
-- routing by layer --
| layer | vias to the layer above | wire length [µm] |
|---|---|---|
| met4 | 0 | 0 |
| met1 | 156 | 461 |
| li1 | 175 | - |
| met3 | 0 | 45 |
| met5 | - | 0 |
| met2 | 10 | 477 |
Power and IR drop assume default switching activity.
